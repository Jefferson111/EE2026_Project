**design/flow/config.mk**
```make
export PLATFORM = sky130hd
export DESIGN_NAME = Draw_Imba_Wave
export DESIGN_NICKNAME = Draw_Imba_Wave
export VERILOG_FILES = /design/flow/design.v
export SDC_FILE = /design/flow/constraint.sdc
export NUM_CORES = 4
export LEC_CHECK = 1
export CORE_UTILIZATION = 40
export SYNTH_MEMORY_MAX_BITS = 65536
```
**design/flow/constraint.sdc**
```tcl
current_design Draw_Imba_Wave

set clk_period 41.4
set clk_io_pct 0.2

create_clock -name clk0 -period $clk_period [get_ports {CLK_VGA}]
create_clock -name clk1 -period $clk_period [get_ports {clk_1000}]
create_clock -name clk2 -period $clk_period [get_ports {clk_24}]
create_clock -name clk3 -period $clk_period [get_ports {clk_sample}]

set non_clock_inputs [all_inputs -no_clocks]
set_input_delay [expr $clk_period * $clk_io_pct] -clock clk0 $non_clock_inputs
set_output_delay [expr $clk_period * $clk_io_pct] -clock clk0 [all_outputs]
```
**design/flow/design.v**
```verilog
`timescale 1ns / 1ps
module Color_Hashing(
    input enable,
    input [4:0] coord,
    output [11:0] color
    );
    assign color = (~enable) ? 12'h000 :
                   (coord == 5'b11111) ? 12'h0F0 :
                   (coord == 5'b11110) ? 12'h1F0 :
                   (coord == 5'b11101) ? 12'h2F0 :
                   (coord == 5'b11100) ? 12'h3F0 : 
                   (coord == 5'b11011) ? 12'h4F0 : 
                   (coord == 5'b11010) ? 12'h5F0 : 
                   (coord == 5'b11001) ? 12'h6F0 : 
                   (coord == 5'b11000) ? 12'h7F0 :        
                   (coord == 5'b10111) ? 12'h8F0 : 
                   (coord == 5'b10110) ? 12'h9F0 : 
                   (coord == 5'b10101) ? 12'hAF0 : 
                   (coord == 5'b10100) ? 12'hBF0 :
                   (coord == 5'b10011) ? 12'hCF0 :
                   (coord == 5'b10010) ? 12'hDF0 :
                   (coord == 5'b10001) ? 12'hEF0 :
                   (coord == 5'b10000) ? 12'hFF0 :
                   (coord == 5'b01111) ? 12'hFF0 :
                   (coord == 5'b01110) ? 12'hFE0 :
                   (coord == 5'b01101) ? 12'hFD0 :
                   (coord == 5'b01100) ? 12'hFC0 :
                   (coord == 5'b01011) ? 12'hFB0 :
                   (coord == 5'b01010) ? 12'hFA0 :
                   (coord == 5'b01001) ? 12'hF90 :
                   (coord == 5'b01000) ? 12'hF80 : 
                   (coord == 5'b00111) ? 12'hF70 :
                   (coord == 5'b00110) ? 12'hF60 :
                   (coord == 5'b00101) ? 12'hF50 :
                   (coord == 5'b00100) ? 12'hF40 :
                   (coord == 5'b00011) ? 12'hF30 :
                   (coord == 5'b00010) ? 12'hF20 :
                   (coord == 5'b00001) ? 12'hF10 : 12'hF00;
endmodule
`timescale 1ns / 1ps
module Draw_Bar(
    input clk_sample,
    input CLK_VGA,
    input [9:0] wave_sample,
    input [11:0] VGA_HORZ_COORD,
    input [11:0] VGA_VERT_COORD,
    output [11:0] Bar_Wave
    );
    reg [4:0] Sample_Memory[79:0];
    reg [6:0] i = 0;
    reg [6:0] j = 0;
    reg [4:0] vol[79:0];
    wire Condition_For_Bar = ~((VGA_HORZ_COORD % 16 == 0) | (VGA_VERT_COORD % 16 == 0)) & ( (VGA_VERT_COORD <= 512) & (VGA_HORZ_COORD <= 1280) & ( ((512 - VGA_VERT_COORD) >> 4) <= vol[VGA_HORZ_COORD[11:4]]) );
    Color_Hashing hashColor(Condition_For_Bar, VGA_VERT_COORD[8:4], Bar_Wave);
    always @ (posedge clk_sample) 
    begin        
        i = (i == 79) ? 0 : i + 1;
        if (wave_sample[9])
            Sample_Memory[i] <= wave_sample[8:4];
        else
            Sample_Memory[i] = 0;             
    end
    always @ (posedge clk_sample) 
    begin
        j = (j == 79) ? 0 : (j + 1);
        if (vol[j] < Sample_Memory[j]) begin
            vol[j] <= vol[j] + 1;
        end
        else if (vol[j] > Sample_Memory[j]) begin
            vol[j] <= vol[j] - 1;
        end 
    end
endmodule
`timescale 1ns / 1ps
module Draw_Circle(
    input clk,
    input [9:0] wave_sample,  
    input [11:0] VGA_HORZ_COORD, 
    input [11:0] VGA_VERT_COORD, 
    output [11:0] Circle_Wave
    );
    wire [11:0] x = (VGA_HORZ_COORD > 640) ? VGA_HORZ_COORD - 640: 640 - VGA_HORZ_COORD;
    wire [11:0] y = (VGA_VERT_COORD > 512) ? VGA_VERT_COORD - 512: 512 - VGA_VERT_COORD; 
    wire [15:0] radius = (wave_sample > 1023) ? 8'd255 : wave_sample[9:2];  
    wire Condition_For_Circle = ( (x * x + y * y) < radius * radius);
    wire [11:0] color_pixel;
    Rainbow_Generate rainbow(clk, color_pixel);
    assign Circle_Wave = (Condition_For_Circle) ? color_pixel : 12'h000;
endmodule
`timescale 1ns / 1ps
module Draw_Imba_Wave(
    input clk_24,
    input clk_1000,
    input CLK_VGA,
    input clk_sample,  
    input [1:0] Waveform_State,
    input [9:0] wave_sample,
    input [11:0] VGA_HORZ_COORD,
    input [11:0] VGA_VERT_COORD,
    output reg [11:0] VGA_Imba_Waveform  
    );
    reg [9:0] Sample_Memory[1279:0];
    reg [10:0] i = 0;
    always @ (posedge clk_sample) begin
        i = (i==1279) ? 0 : i + 1;
        Sample_Memory[i] <= wave_sample;              
    end
    wire [11:0] color_pixel;
    Rainbow_Generate rainbow(clk_24, color_pixel);
    wire [11:0] Normal_Wave;
    assign Normal_Wave = ((VGA_HORZ_COORD < 1280) && 
                         ( ((1024 - Sample_Memory[VGA_HORZ_COORD] >= 512) && (VGA_VERT_COORD >= 512) && (VGA_VERT_COORD <= 1024 - Sample_Memory[VGA_HORZ_COORD])) || 
                           ((1024 - Sample_Memory[VGA_HORZ_COORD] < 512) && (VGA_VERT_COORD < 512) && (VGA_VERT_COORD >= 1024 - Sample_Memory[VGA_HORZ_COORD])) )) ? color_pixel : 12'h000;
    wire [11:0] Circle_Wave;
    wire [11:0] Bar_Wave;
    Draw_Circle drawCirc(clk_24, wave_sample, VGA_HORZ_COORD, VGA_VERT_COORD, Circle_Wave);
    Draw_Bar drawBar(clk_1000, CLK_VGA, wave_sample, VGA_HORZ_COORD, VGA_VERT_COORD, Bar_Wave);
    always @(posedge CLK_VGA)
    begin
    if (Waveform_State == 2'b00)
    VGA_Imba_Waveform = 3'h000;
    else if (Waveform_State == 2'b01)
    VGA_Imba_Waveform = Normal_Wave;
    else if (Waveform_State == 2'b10)
    VGA_Imba_Waveform = Circle_Wave;
    else 
    VGA_Imba_Waveform = Bar_Wave;
    end
endmodule
`timescale 1ns / 1ps
module Rainbow_Generate(
    input clk,
    output [11:0] color
    );
    reg [3:0] red;
    reg [3:0] green;
    reg [3:0] blue;
    initial begin
    red = 15;
    green = 0;
    blue = 0;
    end
    always @(posedge clk)
    begin
    if (red == 15 && green < 15 && blue == 0)
        green <= green + 1;
    else if (red <= 15 && red > 0 && green == 15)
        red <= red - 1;
    else if (blue < 15 && green == 15 && red == 0)
        blue <= blue + 1;
    else if (green <= 15 && green > 0 && blue == 15)
        green <= green - 1;
    else if (red < 15 && blue == 15 && green == 0)
        red <= red + 1;
    else 
        blue <= blue - 1;
    end
    assign color[11:8] = red;
    assign color[7:4] = green;
    assign color[3:0] = blue;
endmodule
```
**design/flow/run.sh**
```bash
#!/bin/bash
# OpenROAD 26Q1-2900-gdf79404cd8, Yosys 0.63+post, stock flow scripts
make -C /OpenROAD-flow-scripts/flow DESIGN_CONFIG=/design/flow/config.mk WORK_HOME=/design/flow/orfs finish
```
==> qor.csv <==
stage,metric,value,unit
run,OpenROAD warnings,121,
floorplan,die width,1.16,mm
route,total vias in the final route,277910,
grt,GRT Total Usage,0.288,
layout,"Design Area, Final",619000,µm²
synthesis,Post-synth mux share,0.159,
clocking,CTS tree,built,
setup_path,worst r2r src,Sample_Memory[563][4],
synthesis,post-synthesis simple-gate area fraction,0.0234,
grt,initial antenna violation count,247,
clocking,"Hold-fix buffers, CTS",0,
final_timing,RSZ-0062 raised after global routing,no,
final_timing,Final WS setup,20890,ps
setup_path,"CP delay by family, top",buffers and inverters,
min_path,HP Start,i[0],
place,IO Port Bufs,48,
synthesis,Post-synth EDFFs,13624,
clocking,post-CTS sizing,0,
setup_path,Worst Path Buf+Inv,10,
layout,Logic area,121000,µm²
grt,met2 Use GR,0.385,
place,DP Area,574000,µm²
setup_path,crit-path max cell delay,1050,ps
floorplan,num ports,52,
setup_path,CP dominant cell by count,buf_4,
synthesis,"count leader, synth",edfxtp_1,
floorplan,standard-cell row count,425,
grt,vias in the first global route,301540,
min_path,Hold Path Class,reg -> reg,
setup_path,critical path type,in -> reg,
layout,Fillers,108524,
place,Place WS,20750,ps
setup_path,Critical Path Fanout Max,66,
synthesis,Synth Area in Adders,0.0102,
final_timing,final setup fails,0,
synthesis,"Compound Share, Synth",0.0281,
route,Vias/cell,5.90,
route,DRC,0,
layout,layout cells sized above 1,0.281,
layout,Flop area,410000,µm²
run,Max Cap Viol,0,
synthesis,Syn Area/Cell,21.1,µm²
grt,largest net degree at the start of global routing,131,
final_timing,Fin. Hold Viols,0,
synthesis,Synth warnings,3,
clocking,CTS clock-pin slew for the worst setup and hold paths,60,ps
grt,global-route wire length before repair,2410,mm
route,Initial DRT Pass Iterations,8,
pwr,pwr/cell area,49.9,nW/µm²
final_timing,setup_tns,0,ps
setup_path,CP Capture Type,register,
synthesis,Flops after synth,13661,
grt,total grt overflow,0,
synthesis,xor/xnor cell area share of the yosys netlist,0.00186,
synthesis,"Seq share, synth",0.762,
place,DP Wirelength,1140,mm
synthesis,yosys cell count,25470,
synthesis,synthesis area per yosys,538000,µm²
min_path,worst hold path endpoint,i[0],
synthesis,Post-synth top cells,"13624 x edfxtp_1, 3381 x mux4_2, 1719 x nor2_1",
setup_path,Critical Path RT,41510,ps
clocking,Post-CTS Setup Inserts,0,
synthesis,synthesized area,538000,µm²
synthesis,asr flop ratio synth,0,
layout,area grow syn2layout,15.0,%
floorplan,Core Area,1340000,µm²
outcome,outcome,"complete, no violations",
final_timing,Worst Clk Skew,125,ps
synthesis,Synth area leader,edfxtp_1,
setup_path,slowest CP cell,a21oi_1,
floorplan,chip height,1.16,mm
synthesis,Top cell area share,0.760,
final_timing,Max Slew Vio Count,0,
setup_path,Reg2Reg Depth,20,
setup_path,Worst EP arrival,20630,ps
route,drt total wl,1770,mm
route,drt wl/cell,37.5,µm
setup_path,CP startpoint kind,primary input,
synthesis,comb area leader,multiplexers,
synthesis,synth unique cells,95,
setup_path,FF-to-FF End,VGA_Imba_Waveform[7],
grt,met3 GRT Util,0.283,
min_path,Worst Hold Depth,1,
floorplan,chip area,1350000,µm²
route,1st-iter DRT viols,20991,
synthesis,"Top FF cell, synth",edfxtp_1,
clocking,Clock Sinks,13661,
pwr,total leakage power,0.196,µW
grt,met1 GRT Util,0.282,
final_timing,relative slew slack,0.00459,
place,GPL Wtd Cong,0.955,
pwr,peak supply drop,0.267,mV
final_timing,Worst-Margin Slew,1470,ps
setup_path,reg2reg setup slack,32460,ps
synthesis,Mapped Cells,25470,
route,ANT nets after route,0,
grt,GRT busiest layer,met2,
synthesis,Synth area leaders,"edfxtp_1 76%, mux4_2 14%, mux2i_1 1.5%, nor2_1 1.2%, fa_1 0.65%",
floorplan,Core Util at FP,0.402,
area by class of cell:
| type | count | area share |
|---|---|---|
| Timing Repair Buffer | 2540 | 0.0321 |
| Tap cell | 17720 | 0.0358 |
| Clock buffer | 1607 | 0.0569 |
| Sequential cell | 13661 | 0.662 |
| Clock inverter | 809 | 0.0139 |
| Antenna cell | 537 | 0.00217 |
| Multi-Input combinational cell | 9910 | 0.195 |
| Inverter | 327 | 0.00206 |
where the power goes:
group / internal [µW] / switching [µW]
clock: 6920 / 5300
combinational: 1320 / 2150
sequential: 15200 / 0.00213
total: 23400 / 7450
kinds of logic after synthesis:
logic type      after synthesis
compound gates             2127
xor+xnor                    114
fa+ha+maj                   335
buf+inv                    1899
flops                     13661
mux                        4298
simple gates               3036
registers in the layout (all words and copies together) (netlist names):
name,flops
Sample_Memory,12800
drawBar.Sample_Memory,400
drawBar.vol,400
VGA_Imba_Waveform,12
i,11
drawBar.i,7
drawBar.j,7
drawCirc.rainbow.blue,4
drawCirc.rainbow.green,4
drawCirc.rainbow.red,4
rainbow.blue,4
rainbow.green,4
rainbow.red,4
placed cells by master, fill, tap and decap left out, drive strengths merged, types with 91 or more instances in the layout:
cell	instances
a21oi	404
a221oi	171
a22oi	385
a31oi	96
buf	2512
bufinv	130
clkbuf	1608
clkinv	588
diode	537
edfxtp	13624
fa	175
ha	160
inv	371
mux2	91
mux2i	826
mux4	3381
nand2	784
nand3	118
nor2	1719
o21ai	224
o221ai	157
o22ai	184
worst reg2reg max path, delay by kind of cell, from the launching register on:
family	cells	cell delay (ps)
compound gates	11	4880
xor+xnor	1	190
fa+ha+maj	1	330
buf+inv	1	260
flops	1	350
mux	2	1010
simple gates	4	740
metrics by stage:
step | power [µW] | utilization | hold slack, ps | instances
finish | 30900 | 0.462 | 536 | 47111
global route | 31800 | 0.461 | 590 | 46816
global placement | 19100 | 0.428 | 505 | 44154
detailed placement | 19000 | 0.428 | 513 | 44156
CTS | 31000 | 0.461 | 529 | 46572
floorplan | 17600 | - | 454 | 25470
per-layer routing:
layer	vias to the layer above	part of all wire
met4	293	0.059
li1	111371	-
met2	22136	0.44
met1	140321	0.27
met3	3789	0.22
met5	-	0.0060
worst max path at each step:
stage                     start              endpoint  depth (start not counted)
global route  VGA_HORZ_COORD[0]  VGA_Imba_Waveform[7]                         27
CTS           VGA_HORZ_COORD[0]  VGA_Imba_Waveform[7]                         28
finish        VGA_HORZ_COORD[0]  VGA_Imba_Waveform[7]                         28
Power is estimated from default activity; no workload was simulated.
